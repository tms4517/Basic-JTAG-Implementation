**./run.sh**
```bash
#!/bin/bash
# OpenROAD 26Q1-2900-gdf79404cd8, Yosys 0.63+post, stock flow scripts
make -C /OpenROAD-flow-scripts/flow DESIGN_CONFIG=/design/flow/config.mk WORK_HOME=/design/flow/orfs finish
```
**./config.mk**
```make
export PLATFORM = sky130hd
export DESIGN_NAME = jtag_tap
export DESIGN_NICKNAME = jtag_tap
export VERILOG_FILES = /design/flow/design.v
export SDC_FILE = /design/flow/constraint.sdc
export NUM_CORES = 4
export LEC_CHECK = 1
export CORE_AREA = 10 10 84 84
export DIE_AREA = 0 0 94 94
export SYNTH_HDL_FRONTEND = slang
```
**./constraint.sdc**
```tcl
current_design jtag_tap

set clk_period 2.0
set clk_io_pct 0.2

create_clock -name clk0 -period $clk_period [get_ports {i_tclk}]

set non_clock_inputs [all_inputs -no_clocks]
set_input_delay [expr $clk_period * $clk_io_pct] -clock clk0 $non_clock_inputs
set_output_delay [expr $clk_period * $clk_io_pct] -clock clk0 [all_outputs]
```
**./design.v**
```verilog
`default_nettype none
package jtag_pa;
  typedef enum logic [3:0]
  { STATE_RESET       
  , STATE_IDLE        
  , STATE_SELECT_DR   
  , STATE_SELECT_IR   
  , STATE_CAPTURE_DR  
  , STATE_CAPTURE_IR  
  , STATE_SHIFT_DR    
  , STATE_SHIFT_IR    
  , STATE_EXIT1_DR    
  , STATE_EXIT1_IR    
  , STATE_PAUSE_DR    
  , STATE_PAUSE_IR    
  , STATE_EXIT2_DR    
  , STATE_EXIT2_IR    
  , STATE_UPDATE_DR   
  , STATE_UPDATE_IR   
  } ty_STATE_TAP_FSM;
  localparam int unsigned IR_SCAN_CODE = 1;
  localparam int unsigned REG_W = 32;
  localparam int unsigned ID_CODE = 5;
  typedef enum logic [REG_W-1:0]
  { IDCODE = 'h1
  , BYPASS = 'h2
  , BSR    = 'h3
  , USER   = 'h4
  } ty_INSTRUCTION;
endpackage
`resetall
`default_nettype none
module jtag_tap
  ( input  var logic i_tclk
  , input  var logic i_trst_n
  , input  var logic i_tms
  , output var logic o_stateIsCaptureDr
  , output var logic o_stateIsCaptureIr
  , output var logic o_stateIsShiftDr
  , output var logic o_stateIsShiftIr
  , output var logic o_stateIsUpdateDr
  , output var logic o_stateIsUpdateIr
  );
  import jtag_pa::*;
  ty_STATE_TAP_FSM state_q, state_d;
  always_ff @(posedge i_tclk, negedge i_trst_n)
    if (!i_trst_n)
      state_q <= STATE_RESET;
    else
      state_q <= state_d;
  always_comb
    case (state_q)
      STATE_RESET:
        state_d = i_tms ? STATE_RESET     : STATE_IDLE;
      STATE_IDLE:
        state_d = i_tms ? STATE_SELECT_DR : STATE_IDLE;
      STATE_SELECT_DR:
        state_d = i_tms ? STATE_SELECT_IR : STATE_CAPTURE_DR;
      STATE_CAPTURE_DR:
        state_d = i_tms ? STATE_EXIT1_DR  : STATE_SHIFT_DR;
      STATE_SHIFT_DR:
        state_d = i_tms ? STATE_EXIT1_DR  : STATE_SHIFT_DR;
      STATE_EXIT1_DR:
        state_d = i_tms ? STATE_UPDATE_DR : STATE_PAUSE_DR;
      STATE_PAUSE_DR:
        state_d = i_tms ? STATE_EXIT2_DR  : STATE_PAUSE_DR;
      STATE_EXIT2_DR:
        state_d = i_tms ? STATE_UPDATE_DR : STATE_SHIFT_DR;
      STATE_UPDATE_DR:
        state_d = i_tms ? STATE_SELECT_DR : STATE_IDLE;
      STATE_SELECT_IR:
        state_d = i_tms ? STATE_RESET     : STATE_CAPTURE_IR;
      STATE_CAPTURE_IR:
        state_d = i_tms ? STATE_EXIT1_IR  : STATE_SHIFT_IR;
      STATE_SHIFT_IR:
        state_d = i_tms ? STATE_EXIT1_IR  : STATE_SHIFT_IR;
      STATE_EXIT1_IR:
        state_d = i_tms ? STATE_UPDATE_IR : STATE_PAUSE_IR;
      STATE_PAUSE_IR:
        state_d = i_tms ? STATE_EXIT2_IR  : STATE_PAUSE_IR;
      STATE_EXIT2_IR:
        state_d = i_tms ? STATE_UPDATE_IR : STATE_SHIFT_IR;
      STATE_UPDATE_IR:
        state_d = i_tms ? STATE_SELECT_DR : STATE_IDLE;
      default:
        state_d = STATE_RESET;
    endcase
  always_comb
    o_stateIsCaptureDr = (state_q == STATE_CAPTURE_DR);
  always_comb
    o_stateIsCaptureIr = (state_q == STATE_CAPTURE_IR);
  always_comb
    o_stateIsShiftDr = (state_q == STATE_SHIFT_DR);
  always_comb
    o_stateIsShiftIr = (state_q == STATE_SHIFT_IR);
  always_comb
    o_stateIsUpdateDr = (state_q == STATE_UPDATE_DR);
  always_comb
    o_stateIsUpdateIr = (state_q == STATE_UPDATE_IR);
endmodule
`resetall
```
==> results_dict.tcl <==
# implementation run metrics
set metrics [dict create \
    slowest_delay_ns 0.49 \
    final_common_cell "dfrtp_1" \
    reg2reg_to "state_q[8]" \
    drive_gt1_frac 0.109 \
    gp_congestion 0.728 \
    switchingPower_mw 0.132 \
    cts_htree_levels 1 \
    p_seq_frac 0.518 \
    p_leak_nw 0.327 \
    synthCells 44 \
    largest-register "state_q" \
    fin_tns_setup_ns 0 \
    postCtsHoldBufs 0 \
    crit_cells 1 \
    grt_first_pass_wirelength_um 1680 \
    cp-start-kind "flop" \
    cpLargestDelayFamily "buffers and inverters" \
    largest_reg_flops 16 \
    hpwl_um 781 \
    rsz0062_at_grt "false" \
    netlist_area_um2 548 \
    grt_max_degree 17 \
    r2r_cells 3 \
    dp.cells 121 \
    outcome "completed" \
    hp-class "flop to flop" \
    synthArstFlopShare 1.00 \
    clk_pin_slew_ns 0.06 \
    final_layout_top_logic_cells "dfrtp_1 (15), nor2_1 (10), clkdlybuf4s50_1 (8), clkbuf_8 (4)" \
    dieWidth_um 94 \
    finalHoldViolations 0 \
    worstPathArrival_ns 1.10 \
    grt_pass1_vias 351 \
    routedLengthMet1_um 483 \
    maxSlewHeadroom 0.570 \
    warnings 25 \
    drv_slew 0 \
    finClkSkew_ns 0.00368 \
    wirelength_um 952 \
    fin_crit_sh 0.751 \
    yosys_warnings 0 \
    whs_ns 0.474 \
    hold_depth 1 \
    r2r_slack_ns 0.90 \
    pin_count 9 \
    seq_area_frac_synth 0.733 \
    dieArea_um2 8840 \
    row_count 26 \
    crit_buf_inv 1 \
    combPwrFrac 0.094 \
    post_drt_via_cell_ratio 2.55 \
    cts_resized 0 \
    num_vias 319 \
    clkPwrFrac 0.388 \
    rr_startpoint "state_q[7]" \
    ff_type "dfrtp_1" \
    insertion_delay_ns 0.24 \
    fp_util 0.105 \
    fill_cells 588 \
    highest_layer "met4" \
    min_period_ns 1.50 \
    first_pass_iters 4 \
    ant_nets 0 \
    num_antenna_cells 0 \
    overflow 0 \
    power_density_nw_per_um2 895 \
    cp_max_fo 3 \
    yosysChipArea_um2 548 \
    drt_iter0_drc 4 \
    cts_sinks 16 \
    fin_cells 125 \
    grt_use_total 0.0240 \
    synth_flop_count 16 \
    critPathKind "flop to output pin" \
    crit_required_ns 1.60 \
    syn_avg_cell_area_um2 12.5 \
    swShare 0.192 \
    die_y_um 94 \
    cp_cell_sequence "clkdlybuf4s50_1" \
    fmax_mhz 666 \
    p_int_mw 0.553 \
    portBuffers 8 \
    cap_violations 0 \
    cts_tree "done" \
    edf_count 0 \
    wl_per_cell_um 7.62 \
    route.met3.wl_um 51 \
    grt_antenna_before_repair 0 \
    met2WireLength_um 408 \
    crit_end "o_stateIsShiftDr" \
    worst_slew_pin_slew_ns 0.643 \
    crit_slowest_cell "clkdlybuf4s50_1" \
    ys_cells 44 \
    final_core_util 0.147 \
    numCtsBuffers 3 \
    vdd_drop_max_uv 953 \
    startpoint "state_q[6]" \
    cts-root-buf "clkbuf_8" \
    synth.distinct_cells 14 \
    core_um2 5200 \
    reg_top3 "state_q: 16 flops" \
    cts_setup_buffers 0 \
    area_growth_pct 39.7 \
    finalSetupViolCount 0 \
    drc 0 \
    crit_path_end_kind "output pin" \
    cts_max_path_buffers 2 \
]
-- worst min-delay path by stage --
stage / start / endpoint / slack (ns)
4_1_cts: state_q[13] / state_q[11] / 0.48
5_1_grt: state_q[13] / state_q[11] / 0.51
6_report: state_q[13] / state_q[11] / 0.47
-- final cells by class --
cell class	count	area, um2	area share
Sequential cell	16	402	0.525
Multi-Input combinational cell	26	138	0.180
Tap cell	70	87.6	0.114
Timing Repair Buffer	8	80.1	0.105
Clock buffer	4	55.1	0.0719
Inverter	1	3.75	0.00490
-- power groups by stage --
stage                 Combinational (mW)  Clock (mW)  Sequential (mW)
final                             0.0644       0.266            0.355
after global routing              0.0738       0.294            0.358
after CTS                         0.0669       0.274            0.356
-- stage by stage --
step	setup slack [ns]	area, um2	power, mW
2_1_floorplan	0.965	548	0.392
3_3_place_gp	0.582	711	0.427
3_5_place_dp	0.531	711	0.428
4_1_cts	0.473	766	0.696
5_1_grt	0.426	766	0.726
6_report	0.498	766	0.685
-- cell families (layout without fill, tap and decap cells) --
family / after synthesis / count (layout) / synth area share
DFF: 16 / 16 / 0.733
and+or+nand+nor: 20 / 20 / 0.180
AOI/OAI and AO/OA: 6 / 6 / 0.0708
buffers and inverters: 2 / 13 / 0.0160
-- per-layer routing --
| layer | GRT usage | vias to the layer above |
|---|---|---|
| met2 | 0.0369 | 7 |
| met1 | 0.0315 | 146 |
| met4 | 0.00253 | 0 |
| met5 | 0 | - |
| met3 | 0.0105 | 2 |
| li1 | - | 164 |
-- cells in the mapped netlist (all sizes together), types with 2 or more instances --
library cell   n  area, um2
nor2b          3       18.8
and2           3       18.8
nand2          2       7.51
o21a           3       22.5
dfrtp         15        375
nor2          10       37.5
Power figures rest on the tool's default switching activity, not on a simulated workload.
